==> flow/design.v <==
module HexSegDec(dat, q);
	input [3:0] dat;
	output [7:0] q;
	function [7:0] LedDec;
		input [3:0] num;
		begin
			case(num)
				4'h0:		LedDec = 8'b11000000;	 
				4'h1:		LedDec = 8'b11111001;	 
				4'h2:		LedDec = 8'b10100100;	 
				4'h3:		LedDec = 8'b10110000;	 
				4'h4:		LedDec = 8'b10011001;	 
				4'h5:		LedDec = 8'b10010010;	 
				4'h6:		LedDec = 8'b10000010;	 
				4'h7:		LedDec = 8'b11111000;	 
				4'h8:		LedDec = 8'b10000000;	 
				4'h9:		LedDec = 8'b10011000;	 
				4'ha:		LedDec = 8'b10001000;	 
				4'hb:		LedDec = 8'b10000011;	 
				4'hc:		LedDec = 8'b10100111;	 
				4'hd:		LedDec = 8'b10100001;	 
				4'he:		LedDec = 8'b10000110;	 
				4'hf:		LedDec = 8'b10001110;	 
				default:	LedDec = 8'b11111111;	 
			endcase
		end
	endfunction
	assign q = LedDec(dat);
endmodule
==> flow/run.sh <==
#!/bin/bash
# OpenROAD 26Q1-2900-gdf79404cd8, Yosys 0.63+post, stock flow scripts
make -C /OpenROAD-flow-scripts/flow DESIGN_CONFIG=/design/flow/config.mk WORK_HOME=/design/flow/orfs finish
==> flow/config.mk <==
export PLATFORM = sky130hd
export DESIGN_NAME = HexSegDec
export DESIGN_NICKNAME = HexSegDec
export VERILOG_FILES = /design/flow/design.v
export SDC_FILE = /design/flow/constraint.sdc
export NUM_CORES = 4
export LEC_CHECK = 1
export CORE_AREA = 10 10 70 70
export DIE_AREA = 0 0 80 80
==> flow/constraint.sdc <==
current_design HexSegDec

set clk_period 1.8
set clk_io_pct 0.2

create_clock -name clk0 -period $clk_period

set non_clock_inputs [all_inputs -no_clocks]
set_input_delay [expr $clk_period * $clk_io_pct] -clock clk0 $non_clock_inputs
set_output_delay [expr $clk_period * $clk_io_pct] -clock clk0 [all_outputs]
==> impl_metrics.env <==
# implementation run metrics
export IMPL_rows=21
export IMPL_ioPinCount=12
export IMPL_hold_viol=0
export IMPL_fp_util_pct=7.070
export IMPL_die_height_um=80
export IMPL_gp_congestion=0.8011
export IMPL_vias=313
export IMPL_regArea_um2=0
export IMPL_ir_worst_vdd_mv=0.03033
export IMPL_die_w_um=80
export IMPL_rsz0062_at_grt="false"
export IMPL_crit_path_cell_trace="buf_4 -> inv_4 -> buf_4 -> ha_1 -> mux4_2 -> buf_2"
export IMPL_cpMostUsedCell="buf_4"
export IMPL_grt_pass1_wl_um=1428
export IMPL_path_buffers=4
export IMPL_status="complete, no violations"
export IMPL_wirelength_um=885
export IMPL_path_class="in -> out"
export IMPL_crit_path_start_kind="primary input"
export IMPL_crit_family="multiplexers"
export IMPL_cp_end_kind="output port"
export IMPL_synthDistinctLibCells=16
export IMPL_clock_fmax_mhz=569.6
export IMPL_avgRoutedWirePerCell_um=8.676
export IMPL_slew_violations=0
export IMPL_dieArea_um2=6400
export IMPL_nClkBuffers=0
export IMPL_setup_viol=0
export IMPL_syn_inst=33
export IMPL_top_area_share_pct=25.91
export IMPL_hpwl_um=634.4
export IMPL_placed_area_um2=460.4
export IMPL_final_area_um2=543.0
export IMPL_synth_avg_cell_area_um2=7.318
export IMPL_synth_area_leader_cell="ha_1"
export IMPL_slowest_delay_ps=450
export IMPL_synth_area_um2=241.5
export IMPL_cp_max_fo=4
export IMPL_drc=0
export IMPL_drt_iter0_markers=11
export IMPL_arrival_ps=1400
export IMPL_yosys_area_um2=241.5
export IMPL_fillCellCount=381
export IMPL_grt_pass1_vias=312
export IMPL_vias_per_cell=3.069
export IMPL_num_antenna_cells=0
export IMPL_layout_top_cells="13 x buf_4, 5 x dlygate4sd2_1, 4 x buf_6"
export IMPL_hold_ws_ps=1206
export IMPL_setup_tns_ps=0
export IMPL_top_cells_by_area="ha_1 26%, mux2i_1 12%, mux4_2 9.3%, nor2_1 7.8%, o21ai_0 6.2%"
export IMPL_fin_util_pct=15.90
export IMPL_leakage_nw=0.2523
export IMPL_seq_cell_count=0
export IMPL_ys_warn_count=1
export IMPL_core_um2=3416
export IMPL_grt_overflow_total=0
export IMPL_fin_ws_ps=44.49
export IMPL_numPortBuffers=11
export IMPL_lay_top_count="buf_4"
export IMPL_cp_data_required_time_ps=1440
export IMPL_power_density_nw_per_um2=207.4
export IMPL_antenna_found_initial=0
export IMPL_ys_cells=33
export IMPL_cp_slowest_cell="mux4_2"
export IMPL_fin_crit_ps=1756
export IMPL_hp_class="in -> out"
export IMPL_tool_warnings=36
export IMPL_layout_drive_gt1_share_pct=57.14
export IMPL_antenna_left=0
export IMPL_dr_pass1_iters=2
export IMPL_cap_violations=0
export IMPL_area_growth_pct=124.9
export IMPL_post_place_ws_ps=-628.6
export IMPL_globalRouteTotalUtil_pct=2.543
export IMPL_grt_max_degree=7
export IMPL_finalClockPeriodUsage_pct=97.53
export IMPL_ys_seq_share_pct=0
## report_power, final
group	switching, mW	internal (mW)
clock	0	0
sequential	0	0
combinational	0.0460	0.0667
total	0.0460	0.0667
## cell type report
cell class | count | area, µm² | share of cell area [%]
inverter | 3 | 16.27 | 2.995
multi-input combinational | 27 | 250.2 | 46.08
tap | 46 | 57.56 | 10.60
timing repair buffer | 26 | 219.0 | 40.32
## logic make-up (layout without fill, tap and decap cells)
kind of cell,count (synthesis),count (layout),synth area share [%]
buffers and inverters,6,29,14.51
AOI/OAI and AO/OA,8,8,20.21
and+or+nand+nor,9,9,16.06
other,1,1,1.553
muxes,4,4,21.76
adders and majority gates,5,5,25.91
## metrics by stage
stage | total power, mW | instances
after floorplan | 0.03888 | 33
after global placement | 0.09662 | 97
after detailed placement | 0.09734 | 97
after CTS | 0.1066 | 102
after global routing | 0.1236 | 102
final | 0.1126 | 102
## tightest hold or removal path: cells and delay by family
family | cells | cell delay (ps)
buffers and inverters | 2 | 250
multiplexers | 1 | 240
## cells in the mapped netlist, drive strengths merged, types with 2 or more instances
master	n
a21oi	2
nor2	5
inv	3
nand2	3
mux2i	3
o21ai	3
buf	3
ha	5
## routing by layer
metal  vias up  routed length, µm  GRT usage [%]
li1        160                  -              -
met4         0                  0              0
met3         0                 98         0.7955
met5         -                  0              0
met2        10                393          4.414
met1       143                394          3.175
## final timing paths
check,start,to,slack (ps),depth (start not counted)
setup / recovery,dat[1],q[0],40,6
hold / removal,dat[3],q[0],1210,3
## repair_timing
item	in CTS	in global routing
hold buffers	0	0
cloned	1	0
resized	37	10
pin swaps	5	2
setup endpoints to repair	7	3
setup buffers	4	0
No activity file was given, so power comes from the tool's default toggle rates.
